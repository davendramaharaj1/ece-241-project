File: design/flow/run.sh
#!/bin/bash
# OpenROAD 26Q1-2900-gdf79404cd8, Yosys 0.63+post, stock flow scripts
make -C /OpenROAD-flow-scripts/flow DESIGN_CONFIG=/design/flow/config.mk WORK_HOME=/design/flow/orfs finish
File: design/flow/config.mk
export PLATFORM = sky130hd
export DESIGN_NAME = controller
export DESIGN_NICKNAME = controller
export VERILOG_FILES = /design/flow/design.v
export SDC_FILE = /design/flow/constraint.sdc
export NUM_CORES = 4
export LEC_CHECK = 1
export CORE_AREA = 10 10 107 107
export DIE_AREA = 0 0 117 117
File: design/flow/constraint.sdc
current_design controller

set clk_period 2.2
set clk_io_pct 0.2

create_clock -name clk0 -period $clk_period [get_ports {clock}]

set non_clock_inputs [all_inputs -no_clocks]
set_input_delay [expr $clk_period * $clk_io_pct] -clock clk0 $non_clock_inputs
set_output_delay [expr $clk_period * $clk_io_pct] -clock clk0 [all_outputs]
File: design/flow/design.v
module controller(clock, update, keyboardCommand, Down, Right,plot_en, ldX, ldY, ldClr, reset, control_colour_signal,control_colour,reset_to_datapath,
						from_control, from_control_x, from_control_y);
	input	clock;
	input	update, reset;
	input [7:0] keyboardCommand;
	output Down, Right;
	output reg plot_en, ldX, ldY, ldClr, control_colour_signal,reset_to_datapath, from_control;
	output reg [2:0] control_colour;
	output reg [7:0] from_control_x;
	output reg [6:0] from_control_y;
	reg down, right, stay;
	reg [3:0] current_state, next_state;
	reg [7:0] x_clr_count;
	reg [6:0] y_clr_count;
	localparam S_INIT_POS			=	4'd0,
				  S_UPDATE				=	4'd1,
				  S_CLEAR				=	4'd2,
				  S_UPDATE_DIR			=	4'd3,
				  S_PLOT					=	4'd4,
				  S_BLACK_CLEAR   	=  4'd5,
				  S_BLACK_CLEAR_INCR	=  4'd6,
				  S_BLACK_CLEAR_END	=	4'd7;
	 always@(posedge clock)
	 begin : state_table
		case (current_state)
			 S_INIT_POS				:		next_state = S_UPDATE;
			 S_UPDATE				:		next_state = update ? S_CLEAR : S_UPDATE;
			 S_CLEAR					:		next_state = S_UPDATE_DIR;
			 S_UPDATE_DIR			:		next_state = S_PLOT;
			 S_PLOT					:		next_state = S_UPDATE;
			 S_BLACK_CLEAR			:		next_state = S_BLACK_CLEAR_INCR;
			 S_BLACK_CLEAR_INCR	: 		next_state = S_BLACK_CLEAR_END;
			 S_BLACK_CLEAR_END	: 		next_state = x_clr_count >= 8'd160 ? S_INIT_POS : S_BLACK_CLEAR_INCR;
			 default					:		next_state = S_INIT_POS;
		endcase
	 end  
	 always @(posedge clock)
	 begin: enable_signals
		  ldX  = 1'b0;
		  ldY = 1'b0;
		  ldClr = 1'b0;
		  plot_en = 1'b0;
		  reset_to_datapath = 1'b0;
		  control_colour_signal = 1'b0;
		  right = 1'b0;
		  down = 1'b0;
		  stay = 1'b0;
		  control_colour = 3'b000;
		  from_control = 0;
		  from_control_x = 8'b0;
		  from_control_y = 7'b0;
		  case (current_state)
				S_INIT_POS: begin
					 plot_en <= 1'b1;
					 reset_to_datapath <= 1'b1;
					 control_colour_signal <= 1'b0;
				end
				S_CLEAR: begin
					 plot_en <= 1'b1;
					 control_colour_signal <= 1'b1;
					 control_colour <= 3'b000;
				end
				S_UPDATE_DIR: begin
					 if(keyboardCommand == 8'h72)	 
						begin
							ldY <= 1'b1;
							ldClr <= 1'b1;
							control_colour_signal <= 1'b0;
							down <= 1'b1;
						end
					 else if(keyboardCommand == 8'h75)  
					 begin
							ldY <= 1'b1;
							ldClr <= 1'b1;
							control_colour_signal <= 1'b0;
							down <= 1'b0;
						end
					 else if(keyboardCommand == 8'h74)	 
					 begin
							ldX <= 1'b1;
							ldClr <= 1'b1;
							control_colour_signal <= 1'b0;
							right <= 1'b1;
						end
					 else if(keyboardCommand == 8'h6B)	 
					 begin
							ldX <= 1'b1;
							ldClr <= 1'b1;
							control_colour_signal <= 1'b0;
							right <= 1'b0;
					 end
				end
				S_PLOT: begin 
					plot_en <= 1'b1;
				end
				S_BLACK_CLEAR: begin
					x_clr_count <= 8'd0;
					y_clr_count <= 7'd0;
				end
				S_BLACK_CLEAR_INCR: begin
					plot_en <= 1;
					from_control <= 1;
					control_colour_signal <= 1'b1;
					from_control_x <= x_clr_count;
					from_control_y <= y_clr_count;
					control_colour <= 3'b000;
					y_clr_count = y_clr_count + 1;
					if (y_clr_count >= 7'd120) begin
						y_clr_count <= 0;
						x_clr_count <= x_clr_count + 1;
					end
				end
		  endcase
	 end  
	always@(posedge clock)
	begin: state_FFs
	  if(~reset)
		  begin
				current_state <= S_BLACK_CLEAR;
		  end
	  else
			current_state <= next_state;
	end  
	assign Down = down;
	assign Right = right;
endmodule
==> metrics.yaml <==
drive_gt1_frac: 0.0887
grt_pass1_vias: 1204
cp-start-kind: "register"
warnings: 27
use_met1: 0.0632
diodes: 0
hold_violations: 0
clk_pin_slew_ns: 0.08
grt_overflow_total: 0
critPathKind: "reg -> reg"
drt_iter0_markers: 37
ys_chip_area_um2: 1790
cap_viol_max_count: 0
dr.pass1.iters: 4
yosysWarnings: 1
edf_count: 15
cpMaxStageDelayCell: "edfxtp_1"
cp.required_ns: 2.16
synth.avg_cell_area_um2: 10.9
drt-total-wl_um: 3660
syn_inst: 164
cts_buffer_depth: 2
via_count: 1237
grt_use_total: 0.0540
io_pins: 38
clock_skew_ns: 0.00884
top_area_cell: "dfxtp_1"
place_hpwl_um: 2740
drtAntennaViolNets: 0
hold_buffers: 0
hold_slack_ns: 0.411
rsz0062_at_grt: "no"
cts_inserted_buffers: 5
antenna_found_initial: 0
finalSetupViolCount: 0
async_flop_share: 0
grt_max_degree: 20
top_cells_by_area: "dfxtp_1 (34%), edfxtp_1 (25%), nor2_1 (4.8%)"
avgRoutedWirePerCell_um: 11.6
fmax_mhz: 511
io_buffers: 34
grtUsageMet3: 0.0212
die_w_um: 117
via_per_inst: 3.94
maxSlewViolCount: 0
finalCritPeriodShare: 0.889
synthDominantCellAreaShare: 0.335
power_density_nw_per_um2: 751
grt_pass1_wl_um: 5840
cts_tree: "done"
cts_max_level: 2
chip_area_um2: 13700
ys_types: 38
numSynthFlops: 45
outcome: "finished clean"
utilization: 0.255
row_count: 35
period_needed_ns: 1.96
cts_setup_buffers: 0
critical_path.max_stage_delay_ns: 0.44
cts_sinks: 45
netlist_area_um2: 1790
ff_type: "dfxtp_1"
cp.arrival_ns: 1.91
die_h_um: 117
finalPower_mw: 1.76
fp-utilization: 0.195
setup_tns_ns: 0
post_cts_resized: 0
min_path_type: "reg -> reg"
drc: 0
syn2layout_area_growth_pct: 31.0
critical_path.max_fanout: 8
coreArea_um2: 9200
met2_usage: 0.0919
clk_latency_ns: 0.29
top_usage_layer: "met2"
peakVddDrop_v: 0.000249
ys_cells: 164
ys_seq_share: 0.587
cts.root.buffer_cell: "clkbuf_8"
p_leak_nw: 0.897
lay_top_count: "clkdlybuf4s50_1"
gp_congestion: 0.801
most-common-layout-cells: "clkdlybuf4s50_1 (34), dfxtp_1 (30), nor2_1 (23), edfxtp_1 (15), and3_1 (12)"
worstPathCellList: "ha_1 -> nand3_2 -> o32a_4 -> nand2_1 -> a32o_1"
crit_path_end_kind: "register"
state kept, by name, summed over array words and instances (netlist names), 3 cells and up:
signal / flops
current_state: 3
from_control_x: 8
from_control_y: 7
next_state: 3
x_clr_count: 8
y_clr_count: 7
metrics by stage:
step           area, µm²  setup slack, ns  instances
6_report            2350            0.244        314
5_1_grt             2350            0.128        314
4_1_cts             2350            0.252        314
3_5_place_dp        2260            0.263        306
3_3_place_gp        2260            0.288        306
2_1_floorplan       1800            0.409        166
where the power goes:
part / internal, mW / switching [mW] / total, mW
Clock: 0.220 / 0.266 / 0.486
Sequential: 0.950 / 0.0618 / 1.01
Combinational: 0.129 / 0.134 / 0.264
Total: 1.30 / 0.463 / 1.76
final timing paths:
kind | cells after the start | from | slack, ns | to
worst min register to register | 1 | next_state[0]$_DFF_P_ | 0.41 | current_state[0]$_SDFF_PN1_
worst max-delay path | 5 | y_clr_count[0]$_SDFFCE_PP0P_ | 0.24 | x_clr_count[5]$_SDFFCE_PN0P_
worst max register to register | 5 | y_clr_count[0]$_SDFFCE_PP0P_ | 0.24 | x_clr_count[5]$_SDFFCE_PN0P_
worst min-delay path | 1 | next_state[0]$_DFF_P_ | 0.41 | current_state[0]$_SDFF_PN1_
cells in the mapped netlist (2+ instances only):
master	number
nand2_1	5
nor3_1	7
a21oi_1	6
and3b_1	2
ha_1	3
xor2_1	5
nand3_1	4
buf_4	3
dfxtp_1	30
and2_1	3
a211oi_1	2
nor2b_1	3
nor2_1	23
inv_1	7
and3_1	12
edfxtp_1	15
nand4_1	2
clkbuf_1	4
nand2b_1	3
buf_2	2
xnor2_1	6
per-layer routing:
metal | routed length [µm] | up-vias | share of wire
met5 | 0 | - | 0
met4 | 94 | 0 | 0.026
met3 | 253 | 8 | 0.069
met2 | 1760 | 26 | 0.48
met1 | 1550 | 568 | 0.42
li1 | - | 635 | -
worst max-delay path, delay by kind of cell, from the launching register on:
family,cells,cell delay [ns]
DFF,1,0.44
adders and majority gates,1,0.25
and+or+nand+nor,2,0.20
AOI/OAI and AO/OA,2,0.74
final cells by class:
cell class	count	area, µm²
multi-input cells	105	673
clock inverters	3	17.5
flip-flops and latches	45	1050
fillers	957	6850
well taps	111	139
inverters	7	26.3
clock buffers	5	68.8
repair buffers	38	370
logic make-up (layout without fill, tap and decap cells):
group	count (synthesis)	in the layout	synth area share
buffers and inverters	16	53	0.0412
xor gates and xnor gates	11	11	0.0538
DFF	45	45	0.587
and+or+nand+nor	71	71	0.212
adders and majority gates	3	3	0.0210
other	1	3	0.00209
AOI/OAI and AO/OA	17	17	0.0832
No activity file was given, so power comes from the tool's default toggle rates.
